==> /design/flow/design.v <==
module dmx_tx
(
	input	wire			rst_n,				 
	input	wire			clk,				 
	input	wire			baudEn,				 
	input	wire			avail,				 
	input	wire	[8:0]	data,				 
	output	reg				ack,				 
	output	reg				txd					 
);
localparam TXIDLE = 0, TXBRK = 1, TXMAB = 2, TXDAT = 3;
reg [1:0] txbusy;								 
reg [4:0] bitnum;								 
reg [3:0] ph;									 
reg	[9:0] txdata;								 
always @ (posedge clk or negedge rst_n)
begin
	if (!rst_n)
	begin
		ack <= 0;
		txd <= 1;
		txbusy <= 0;
		bitnum <= 0;
		ph <= 0;
		txdata <= 0;
	end
	else
	begin
		ack <= 0;
		if (baudEn)
		begin
			case (txbusy)
				TXIDLE: begin
					if (avail)
					begin
						ack <= 1;
						txd <= 0;
						bitnum <= 0;
						ph <= 0;
						txdata <= { 2'b11, data[7:0] };
						if (data[8])
						begin
							txbusy <= TXBRK;
						end
						else
						begin
							txbusy <= TXDAT;
						end
					end
				end
				TXBRK: begin
					ph <= ph + 1;
					if (ph == 15) 
					begin
						bitnum <= bitnum + 1;
						if (bitnum == 22)
						begin
							txd <= 1;
							bitnum <= 0;
							txbusy <= TXMAB;
						end
					end
				end
				TXMAB: begin
					ph <= ph + 1;
					if (ph == 15) 
					begin
						bitnum <= bitnum + 1;
					end
					if ((bitnum == 2) && (ph == 14))
					begin
						txbusy <= TXIDLE;
					end
				end
				TXDAT: begin
					ph <= ph + 1;
					if (ph == 15) 
					begin
						if (bitnum >= 10)
						begin
							if (avail)
							begin
								ack <= 1;
								txd <= 0;
								bitnum <= 0;
								ph <= 0;
								txdata <= { 2'b11, data[7:0] };
								if (data[8])
								begin
									txbusy <= TXBRK;
								end
								else
								begin
									txbusy <= TXDAT;
								end
							end
							else
							begin
								txd <= 1;
								bitnum <= 0;
								ph <= 0;
								txbusy <= TXIDLE;
							end
						end
						else
						begin
							txd <= txdata[0];
							txdata <= { 1'b1, txdata[9:1] };
							bitnum <= bitnum + 1;
							ph <= 0;
						end
					end
				end
			endcase
		end
	end
end
endmodule
==> /design/flow/run.sh <==
#!/bin/bash
# OpenROAD 26Q1-2900-gdf79404cd8, Yosys 0.63+post, stock flow scripts
make -C /OpenROAD-flow-scripts/flow DESIGN_CONFIG=/design/flow/config.mk WORK_HOME=/design/flow/orfs finish
==> /design/flow/config.mk <==
export PLATFORM = sky130hd
export DESIGN_NAME = dmx_tx
export DESIGN_NICKNAME = dmx_tx
export VERILOG_FILES = /design/flow/design.v
export SDC_FILE = /design/flow/constraint.sdc
export NUM_CORES = 4
export LEC_CHECK = 1
export CORE_AREA = 10 10 97 97
export DIE_AREA = 0 0 107 107
==> /design/flow/constraint.sdc <==
current_design dmx_tx

set clk_period 5.5
set clk_io_pct 0.2

create_clock -name clk0 -period $clk_period [get_ports {clk}]

set non_clock_inputs [all_inputs -no_clocks]
set_input_delay [expr $clk_period * $clk_io_pct] -clock clk0 $non_clock_inputs
set_output_delay [expr $clk_period * $clk_io_pct] -clock clk0 [all_outputs]
==> flow_metrics.env <==
# yosys + openroad results
export IMPL_clock_latency_ns=0.28
export IMPL_ys_warn_count=1
export IMPL_crit_fanout=10
export IMPL_path_clk_slew_ns=0.10
export IMPL_rsz0062_at_grt="no"
export IMPL_place_detailed_hpwl_um=2320
export IMPL_critical_path_max_stage_delay_ns=0.57
export IMPL_fmax_mhz=389
export IMPL_first_pass_iters=4
export IMPL_synthCells=129
export IMPL_track_usage_pct=5.28
export IMPL_status="finished clean"
export IMPL_cap_violations=0
export IMPL_finalCritPeriodShare_pct=46.8
export IMPL_powerDensity_nw_per_um2=347
export IMPL_yosysCellCount=129
export IMPL_finalSetupTns_ns=0
export IMPL_switchingPower_w=0.000200
export IMPL_cts_tree="done"
export IMPL_area_growth_pct=21.9
export IMPL_regToRegSetupSlack_ns=3.08
export IMPL_busiest_layer="met2"
export IMPL_clockBufferDepth=2
export IMPL_ys_flop_type="dfrtp_1"
export IMPL_top_area_cell="dfrtp_1"
export IMPL_antenna_found_initial=0
export IMPL_fill_cells=816
export IMPL_vias=1068
export IMPL_grt_max_degree=26
export IMPL_cts_htree_levels=1
export IMPL_coreArea_um2=7290
export IMPL_viasPerCell=4.36
export IMPL_dieArea_um2=11400
export IMPL_ir_drop_uv=167
export IMPL_ios=15
export IMPL_post_cts_resized=0
export IMPL_critPathBufInv=2
export IMPL_routedWlPerCell_um=12.5
export IMPL_p_clk_share_pct=19.4
export IMPL_log_warning_count=27
export IMPL_p_comb_share_pct=32.9
export IMPL_combGateArea_um2=739
export IMPL_dp_worst_setup_slack_ns=2.62
export IMPL_yosys_cell_types_count=43
export IMPL_path_cells="clkdlybuf4s50_1 > inv_1 > a221oi_4 > mux2_2"
export IMPL_period_needed_ns=2.57
export IMPL_root_buffer="clkbuf_8"
export IMPL_start_kind="primary input"
export IMPL_cts_buffers=3
export IMPL_tightest_slew_ns=0.564
export IMPL_grt_pass1_vias=1043
export IMPL_rows=31
export IMPL_fin_util_pct=23.8
export IMPL_arrival_ns=2.74
export IMPL_portBuffers=14
export IMPL_globalRoute_totalOverflow=0
export IMPL_common_cells="dfrtp_1, mux2_2, inv_1"
export IMPL_drt_iter0_markers=30
export IMPL_ys_flops=25
export IMPL_crit_type="primary input to register"
export IMPL_met2_usage_pct=7.90
export IMPL_met1_usage_pct=7.67
export IMPL_grtUsageMet3_pct=1.39
export IMPL_hold_violations=0
export IMPL_ys_seq_share_pct=44.1
export IMPL_ff_latch_area_um2=628
export IMPL_layout_setup_ws_ns=2.93
export IMPL_yosysTopAreaCellShare_pct=40.4
export IMPL_path_delay_family="buffers and inverters"
export IMPL_netlist_area_um2=1430
export IMPL_initCoreUtil_pct=19.5
export IMPL_leakagePower_nw=0.680
export IMPL_ant_nets=0
export IMPL_switching_share_pct=33.2
export IMPL_drive_gt1_share_pct=20.5
export IMPL_ys_area_um2=1430
export IMPL_p_int_w=0.000403
export IMPL_hold_ws_ns=0.503
export IMPL_setup_violations=0
export IMPL_grt_pass1_wl_um=5060
export IMPL_drt_total_wl_um=3050
export IMPL_ctsHoldBuffers=0
export IMPL_die_h_um=107
export IMPL_relSlewSlack_pct=62.4
export IMPL_gp_congestion=0.896
export IMPL_area_leaders="dfrtp_1, mux2_2, dfstp_2"
export IMPL_required_ns=5.67
export IMPL_syn_area_per_cell_um2=11.0
export IMPL_cts_sinks=25
export IMPL_hp_class="register to register"
export IMPL_top_cell="dfrtp_1"
export IMPL_edf_count=0
export IMPL_dieWidth_um=107
export IMPL_drc=0
export IMPL_seqPwrFrac_pct=47.6
export IMPL_fin_skew_ns=0.00350
export IMPL_synthArstFlopShare_pct=100
export IMPL_antenna_cells=0
export IMPL_post_cts_setup_buffers=0
export IMPL_slew_violations=0
export IMPL_crit_slowest_cell="clkdlybuf4s50_1"
export IMPL_endpoint_kind="register"
-- stage by stage --
step	instance area [um^2]	std cells	power, W
floorplan	1430	129	0.000436
global placement	1690	241	0.000485
detailed placement	1690	241	0.000491
CTS	1740	245	0.000607
global route	1740	245	0.000643
finish	1740	245	0.000602
-- metal layers --
layer	wire, um	share of wire, %	vias to the layer above
met2	1390	46	23
met4	42	1.4	0
met1	1500	49	522
met3	115	3.8	4
met5	0	0	-
li1	-	-	519
-- power groups by stage --
stage / combinational (W) / clock (W) / sequential, W
finish: 0.000198 / 0.000117 / 0.000287
global route: 0.000221 / 0.000125 / 0.000297
CTS: 0.000201 / 0.000119 / 0.000287
-- path summary, 6_finish.rpt --
check / end / from / depth (start not counted)
worst max-delay path: txdata[7]$_DFFE_PN0P_ / avail / 4
worst min-delay path: txdata[9]$_DFFE_PN0P_ / txdata[9]$_DFFE_PN0P_ / 1
worst max register to register: txdata[7]$_DFFE_PN0P_ / bitnum[0]$_DFFE_PN0P_ / 6
worst min register to register: txdata[9]$_DFFE_PN0P_ / txdata[9]$_DFFE_PN0P_ / 1
max in group asynchronous: txbusy[0]$_DFF_PN1_ / rst_n / 2
min in group asynchronous: ack$_DFF_PN0_ / rst_n / 2
-- state kept, by name, indices dropped and copies added (netlist names) --
register and flops:
ack 1, bitnum 5, ph 4, txbusy 4, txd 1, txdata 10
-- cell families after synthesis --
group,Yosys count,share of synthesized area [%]
AOI/OAI and AO/OA,38,21.8
and+or+nand+nor,28,12.0
DFF,25,44.1
muxes,17,13.3
buffers and inverters,15,4.04
adders and majority gates,4,3.51
xor gates and xnor gates,2,1.23
-- placed cells by master, fill, tap and decap left out, types with 2 or more instances in the layout --
cell type / n
a21oi_1: 2
a22o_1: 2
and3_1: 3
clkbuf_8: 3
clkdlybuf4s50_1: 14
dfrtp_1: 23
dfstp_2: 2
ha_1: 4
inv_1: 13
mux2_2: 16
nand2_1: 2
nand2b_1: 2
nand3_1: 7
nand4_1: 2
nand4b_1: 2
nor2_1: 5
o21ai_0: 9
o2bb2ai_1: 5
o311ai_0: 2
o31ai_1: 2
xor2_1: 2
-- final cells by class --
class                      count  area share [%]
clock inverter                 1           0.432
inverter                      13            2.81
clock buffer                   3            2.38
timing repair buffer          15            8.50
sequential                    25            36.2
multi-input combinational     89            42.6
tap                           99            7.13
Power and IR drop assume default switching activity.
