`./run.sh`:
```
#!/bin/bash
# OpenROAD 26Q1-2900-gdf79404cd8, Yosys 0.63+post, stock flow scripts
make -C /OpenROAD-flow-scripts/flow DESIGN_CONFIG=/design/flow/config.mk WORK_HOME=/design/flow/orfs finish
```
`./config.mk`:
```
export PLATFORM = sky130hd
export DESIGN_NAME = dmx_brg
export DESIGN_NICKNAME = dmx_brg
export VERILOG_FILES = /design/flow/design.v
export SDC_FILE = /design/flow/constraint.sdc
export NUM_CORES = 4
export LEC_CHECK = 1
export CORE_AREA = 10 10 70 70
export DIE_AREA = 0 0 80 80
```
`./constraint.sdc`:
```
current_design dmx_brg

set clk_period 1.3
set clk_io_pct 0.2

create_clock -name clk0 -period $clk_period [get_ports {clk}]

set non_clock_inputs [all_inputs -no_clocks]
set_input_delay [expr $clk_period * $clk_io_pct] -clock clk0 $non_clock_inputs
set_output_delay [expr $clk_period * $clk_io_pct] -clock clk0 [all_outputs]
```
`./design.v`:
```
module dmx_brg
(
	input	wire			rst_n,
	input	wire			clk,
	output	reg				baudEn
);
parameter DIVISOR = 4;
reg [7:0] baudCount;
always @ (posedge clk or negedge rst_n)
begin
    if (!rst_n)
    begin
        baudCount <= 0;
        baudEn <= 0;
    end
    else
    begin
        if (baudCount == DIVISOR)
        begin
            baudCount <= 0;
            baudEn <= 1;
        end
        else
        begin
            baudCount <= baudCount + 1;
            baudEn <= 0;
        end
    end
end
endmodule
```
==> summary.log <==
INFO  run_status     outcome=complete, no violations
INFO  final_timing   slew_headroom=73.2%
INFO  clock_network  clk_latency=0.26ns
INFO  worst_setup_path path_class=reg2reg
INFO  clock_network  clock_tree_sinks=9
INFO  power_and_ir_drop power_leakage=0.000233uW
INFO  detailed_routing detail_route.wirelength=594um
INFO  power_and_ir_drop cell_internal_power=401uW
INFO  clock_network  cts_bufs_inserted=3
INFO  global_route   grt_antenna_before_repair=0
INFO  clock_network  cts.hold.buffers_added=0
INFO  clock_network  tritoncts=yes
INFO  worst_setup_path crit_arrival=1.34ns
INFO  placement      placedCellCount=82
INFO  synthesis      ys_cells=32
INFO  detailed_routing num_antenna_cells=0
INFO  synthesis      synth.ff_latch_count=9
INFO  worst_setup_path crit_fanout=5
INFO  final_timing   setup_total_neg_slack=0ns
INFO  die            floorplan.die.height=80um
INFO  final_layout   flow.area_growth_from_synthesis=29.6%
INFO  detailed_routing postRouteAntennaNets=0
INFO  die            floorplan.die_area=0.00640mm2
INFO  die            die.size.x=80um
INFO  final_layout   nFillCells=389
INFO  synthesis      per_instance_average_area_after_synthesis=12.4um2
INFO  clock_network  cts_setup_buffers=0
INFO  final_timing   achievable-frequency=829MHz
INFO  run            max_cap_viol_count=0
INFO  die            core_area=0.00342mm2
INFO  power_and_ir_drop clockPowerShare=42.4%
INFO  die            floorplan.initialDensity=11.6%
INFO  detailed_routing detailroute.via_count=246
INFO  die            placementRows=21
INFO  power_and_ir_drop power_switching=99.1uW
INFO  detailed_routing route.detailed.drc=0
INFO  hold_path      worst_hold_path_type=in2async
INFO  final_timing   report.final.hold_viol_count=0
INFO  synthesis      yosysUniqueCellTypes=11
INFO  final_timing   worst-slew-pin-transition=0.400ns
INFO  final_layout   post_layout_nonfiller_instances=86
INFO  run            number_of_warning_messages_in_the_logs=27
INFO  final_timing   report.final.slew_viol_count=0
INFO  global_route   overflow=0
INFO  detailed_routing dr.pass1.iters=2
INFO  power_and_ir_drop combPwrFrac=1.6%
INFO  worst_setup_path worst-endpoint-required=1.43ns
INFO  placement      hpwl=458um
INFO  global_route   maximum_number_of_pins_on_one_net_before_global_route_repair=10
INFO  power_and_ir_drop share_seq_of_total_power=56.0%
INFO  global_route   track_usage=1.89%
INFO  power_and_ir_drop netSwitchingFraction=19.8%
INFO  placement      finalWeightedCongestion=0.819
INFO  worst_setup_path worst_setup_path_start_kind=flip-flop
INFO  clock_network  cts_root_buffer=sky130_fd_sc_hd__clkbuf_4
INFO  global_route   first_pass_grt_wire_length=1.00mm
INFO  final_timing   finalWorstPathRequiredPeriod=1.21ns
INFO  final_timing   post-route-period-util=92.7%
INFO  synthesis      synthCells=32
INFO  final_layout   final_layout_top_logic_cell=sky130_fd_sc_hd__dfrtp_1
INFO  synthesis      synth.yosys.chip_area=398um2
INFO  worst_setup_path critical_path.endpoint_type=flip-flop
INFO  clock_network  deepest_clock_path_buffer_count=2
INFO  placement      io_buffer_count=2
INFO  detailed_routing routed_wire_length_per_instance=6.91um
INFO  clock_network  ctsHtreeMaxLevel=1
INFO  detailed_routing drt_iter0_markers=21
INFO  final_layout   final_layout_top_logic_cells=sky130_fd_sc_hd__dfrtp_1, sky130_fd_sc_hd__nand3_1, sky130_fd_sc_hd__xnor2_1, sky130_fd_sc_hd__nor2_1, sky130_fd_sc_hd__clkbuf_4
INFO  final_timing   setup_slack=0.0944ns
INFO  worst_setup_path reg2reg_setup_slack=0.09ns
INFO  final_timing   worst_hold_slack=0.291ns
INFO  placement      place_worst_setup_slack=0.0911ns
INFO  synthesis      ys_seq_share=56.6%
INFO  power_and_ir_drop power-per-cell-area=970mW/mm2
INFO  synthesis      yosysWarningCount=1
INFO  die            pin_count=3
INFO  final_timing   setup_viol=0
INFO  final_timing   rsz_0062_raised_after_global_routing=true
INFO  clock_network  worst_setup_hold_path_clk_slew=0.06ns
INFO  power_and_ir_drop vdd_drop_max=0.303mV
INFO  final_layout   layout-drive-gt1-share=17.5%
INFO  global_route   grt_pass1_vias=228
INFO  detailed_routing vias_per_cell=2.86
INFO  final_timing   fin_skew=0.00631ns
INFO  synthesis      syn_area=398um2
[metal layers]
| metal | up-vias | global-route usage [%] | part of all wire (%) |
|---|---|---|---|
| met2 | 6 | 2.65 | 42 |
| met5 | - | 0 | 0 |
| li1 | 124 | - | - |
| met3 | 2 | 0.909 | 7.9 |
| met1 | 114 | 2.52 | 47 |
| met4 | 0 | 0.528 | 3.2 |
[layout make-up]
class | instances | area, um2 | area share, %
flip-flops and latches | 9 | 225 | 43.7
multi-input cells | 21 | 165 | 32.0
well taps | 46 | 57.6 | 11.2
repair buffers | 4 | 33.8 | 6.55
clock buffers | 4 | 26.3 | 5.10
inverters | 2 | 7.51 | 1.46
[flip-flops by register name, summed over array words and instances, names as in the netlist]
register and cells:
baudCount 8, baudEn 1
[power by group through the flow]
stage	clock [uW]	combinational, uW	sequential, uW
global route	230	9.39	280
finish	212	7.79	280
CTS	221	8.31	280
[path summary, 6_finish.rpt]
path                                     end  depth (start not counted)         start
worst min register to register  baudCount[7]                          1  baudCount[7]
min in group clk0               baudCount[7]                          1  baudCount[7]
worst max register to register  baudCount[2]                          5  baudCount[0]
worst min-delay path            baudCount[4]                          1         rst_n
worst max-delay path            baudCount[2]                          5  baudCount[0]
max in group asynchronous       baudCount[5]                          1         rst_n
[synth_stat cells]
master	number	area share (%)
sky130_fd_sc_hd__dfrtp_1	9	57
sky130_fd_sc_hd__nand3_1	5	6.3
sky130_fd_sc_hd__xnor2_1	5	11
sky130_fd_sc_hd__nor2_1	3	2.8
sky130_fd_sc_hd__and3_1	2	3.1
sky130_fd_sc_hd__ha_1	2	6.3
sky130_fd_sc_hd__inv_1	2	1.9
sky130_fd_sc_hd__nand4bb_1	1	2.8
sky130_fd_sc_hd__nor2b_1	1	1.6
sky130_fd_sc_hd__nor4_4	1	5.3
sky130_fd_sc_hd__xor2_1	1	2.2
[critical path, stage by stage (launching register included)]
cell                        delay (ns)
sky130_fd_sc_hd__dfrtp_1          0.38
sky130_fd_sc_hd__inv_2            0.05
sky130_fd_sc_hd__ha_1             0.14
sky130_fd_sc_hd__nand4bb_1        0.14
sky130_fd_sc_hd__nor4_4           0.27
sky130_fd_sc_hd__nor2_1           0.09
[per-stage QoR]
step	area [um2]	utilization [%]	power (uW)
after floorplan	398	-	285
after global placement	490	14.4	293
after detailed placement	490	14.4	294
after CTS	515	15.1	509
after global routing	515	15.1	519
final	515	15.1	500
[logic make-up after synthesis]
group                      synth area share (%)
xor gates and xnor gates                   13.2
buffers and inverters                      1.89
adders and majority gates                  6.29
DFF                                        56.6
and+or+nand+nor                            22.0
[repair_timing]
| item | 4_1_cts | 5_1_grt |
|---|---|---|
| resized | 1 | 1 |
| pin swaps | 0 | 1 |
| endpoints found under the setup margin | 1 | 4 |
Power and IR drop assume default switching activity.
