==> /design/flow/run.sh <==
#!/bin/bash
# OpenROAD 26Q1-2900-gdf79404cd8, Yosys 0.63+post, stock flow scripts
make -C /OpenROAD-flow-scripts/flow DESIGN_CONFIG=/design/flow/config.mk WORK_HOME=/design/flow/orfs finish
==> /design/flow/config.mk <==
export PLATFORM = sky130hd
export DESIGN_NAME = gpmc_target
export DESIGN_NICKNAME = gpmc_target
export VERILOG_FILES = /design/flow/design.v
export SDC_FILE = /design/flow/constraint.sdc
export NUM_CORES = 4
export LEC_CHECK = 1
export CORE_UTILIZATION = 40
==> /design/flow/constraint.sdc <==
current_design gpmc_target

set clk_period 2.9
set clk_io_pct 0.2

create_clock -name clk0 -period $clk_period [get_ports {clk}]
create_clock -name clk1 -period $clk_period [get_ports {gpmc_advn}]
create_clock -name clk2 -period $clk_period [get_ports {gpmc_wen}]

set non_clock_inputs [all_inputs -no_clocks]
set_input_delay [expr $clk_period * $clk_io_pct] -clock clk0 $non_clock_inputs
set_output_delay [expr $clk_period * $clk_io_pct] -clock clk0 [all_outputs]
==> /design/flow/design.v <==
module gpmc_target
(
	input	wire			rst_n,				 
	input	wire			clk,				 
	input	wire			gpmc_clk,			 
	input	wire			gpmc_csn,			 
	input	wire			gpmc_advn,			 
	input	wire			gpmc_oen,			 
	input	wire			gpmc_wen,			 
	input	wire	[1:0]	gpmc_ben,			 
	inout	wire	[15:0]	gpmc_ad,			 
	output	reg		[16:1]	sb_addr,			 
	output	reg				sb_wr,				 
	output	reg		[15:0]	sb_wr_data,			 
	output	reg				sb_rd,				 
	input	wire	[15:0]	sb_rd_data			 
);
reg [16:1] dmux_addr;
reg [15:0] dmux_wr_data;
reg [15:0] dmux_rd_data;
always @ (posedge gpmc_advn or negedge rst_n)
begin
	if (!rst_n)
	begin
		dmux_addr <= 0;
	end
	else
	begin
		dmux_addr <= gpmc_ad;
	end
end
assign gpmc_wen_n = !gpmc_wen;
always @ (posedge gpmc_wen_n or negedge rst_n)
begin
	if (!rst_n)
	begin
		dmux_wr_data <= 0;
	end
	else
	begin
		dmux_wr_data <= gpmc_ad;
	end
end
assign gpmc_ad = (!gpmc_csn && !gpmc_oen) ? dmux_rd_data : 16'bz;
reg gpmc_csn_z, gpmc_csn_zz;
reg gpmc_wen_z, gpmc_wen_zz, gpmc_wen_zzz, wen_falling;
reg gpmc_oen_z, gpmc_oen_zz, gpmc_oen_zzz, oen_falling;
reg sb_rd_z;
always @ (posedge clk or negedge rst_n)
begin
	if (!rst_n)
	begin
		sb_addr <= 0;
		sb_wr <= 0;
		sb_wr_data <= 0;
		sb_rd <= 0;
		gpmc_csn_z <= 0;
		gpmc_csn_zz <= 0;
		gpmc_wen_z <= 0;
		gpmc_wen_zz <= 0;
		gpmc_wen_zzz <= 0;
		gpmc_oen_z <= 0;
		gpmc_oen_zz <= 0;
		gpmc_oen_zzz <= 0;
		wen_falling <= 0;
		oen_falling <= 0;
		sb_rd_z <= 0;
		dmux_rd_data <= 0;
	end
	else
	begin
		gpmc_csn_z <= gpmc_csn;
		gpmc_csn_zz <= gpmc_csn_z;
		gpmc_wen_z <= gpmc_wen;			 
		gpmc_wen_zz <= gpmc_wen_z;		 
		gpmc_wen_zzz <= gpmc_wen_zz;	 
		gpmc_oen_z <= gpmc_oen;			 
		gpmc_oen_zz <= gpmc_oen_z;		 
		gpmc_oen_zzz <= gpmc_oen_zz;	 
		wen_falling <= !gpmc_csn_zz && gpmc_wen_zzz && !gpmc_wen_zz;
		oen_falling <= !gpmc_csn_zz && gpmc_oen_zzz && !gpmc_oen_zz;
		if (wen_falling || oen_falling)
		begin
			sb_addr <= dmux_addr;
		end
		if (wen_falling)
		begin
			sb_wr_data <= dmux_wr_data;
		end
		sb_wr <= wen_falling;
		sb_rd <= oen_falling;
		sb_rd_z <= sb_rd;
		dmux_rd_data <= sb_rd_data;
	end
end
endmodule
==> results.toml <==
# implementation run metrics
[die]
die_h_um = 85.3
coreArea_um2 = 6530
num_rows = 29
ios = 75
fp_util = 0.425
die_x_um = 85.3
die_area_um2 = 7270

[final_timing]
tns_ps = 0
slew_headroom = 0.701
hold_viol_final = 1
clock_skew_ps = 4.98
holdWs_ps = -107
setup_slack_ps = 693
tightestPinTransition_ps = 448
setup_violations = 0
drv_slew = 0
rsz0062_at_grt = "no"

[cells_and_area]
drive_gt1_frac = 0.308
combGateArea_um2 = 433
syn_to_final_growth_pct = 35.8
fillers = 498
ff_latch_area_um2 = 2300

[power_and_ir_drop]
finalPower_w = 0.00383
swShare = 0.225
netSwitchingPower_w = 0.000862
clkPwrFrac = 0.331
seq_power_share = 0.455
p_per_area_nw_per_um2 = 1020
ir_drop_v = 0.000504
p_int_w = 0.00297
p_comb_frac = 0.215
leakage_nw = 1.68

[yosys]
synth_chip_area_um2 = 2770
synthArstFlopShare = 1.00
synth_cells = 130
yosysWarnings = 3
flop_cell = "dfrtp_1"
synth.distinct_cells = 9
yosysTopAreaCell = "dfrtp_1"
edf_count = 0
yosys-top-cells-count = "dfrtp_1 (76), mux2_2 (22), dfrtn_1 (16)"
ys.flops = 92
ys_seq_frac = 0.830
avgSynthCellArea_um2 = 21.3
area_leaders = "dfrtp_1 (69%), dfrtn_1 (14%), mux2_2 (8.9%)"
ys_cells = 130
top_area_frac = 0.686
most_common_cell = "dfrtp_1"
netlist_area_um2 = 2770

[placement]
post-dp-hpwl_um = 3080
post-place-ws_ps = 609
portBuffers = 53
place.gp.congestion = 0.691

[detailed_routing]
dr.pass1.iters = 3
ant_nets = 0
routed_wl_um = 4690
detail_route.wl_per_cell_um = 16.3
via_count = 1350
dr.first_iter.drc_count = 26
insertedDiodeCount = 0
route.detailed.drc = 0
via_per_inst = 4.69

[run_status]
violations = "hold timing"
status = "complete, but fails checks"

[cts]
hold_buffers = 0
cts_tree = "built"
cts.clk_slew.worst_paths_ps = 70
cts_resized = 0
post-cts-setup-buffers = 0

[global_routing]
grt_start_max_net_pins = 47
grt_pass1_vias = 1560
grt_util_all_layers = 0.159
grt_pass1_wl_um = 8010
grt-ovfl-total = 0
antenna_found_initial = 0

[setup_path]
critical_path_class = "flop to flop"
cp.arrival_ps = 2430
crit_fanout = 1
slowest_stage = "dfrtn_1"
setup.worst_path.end_class = "flop"
crit_required_ps = 3120
crit_chain = "mux2_2"
critical_path.top_delay_family = "flip-flops"
start_kind = "flop"
cpPeakStageDelay_ps = 330
critPathBufInv = 0

[flow_run]
drv_cap = 0
warnings = 93

[worst_hold_path]
min_path_type = "clock port to flop"
## power groups by stage
stage / logic [W] / registers [W] / clock network, W
6_report: 0.000824 / 0.00174 / 0.00127
4_1_cts: 0.000847 / 0.00175 / 0.00132
5_1_grt: 0.000902 / 0.00178 / 0.00140
## cells in the final DEF, fill, tap and decap left out
master and n:
mux2_4 10, clkbuf_8 20, bufinv_16 1, nor2_8 1, clkinv_4 2, mux2_2 22, dfrtn_1 16, inv_6 1
clkinv_2 1, nor3b_1 2, buf_12 2, buf_4 3, dfrtp_1 76, clkinvlp_4 2, clkdlybuf4s50_1 52
## path summary, 6_finish.rpt
path                                            from                    endpoint  slack (ps)  cells after the start
setup / recovery           dmux_wr_data[4]$_DFF_NN0_   sb_wr_data[4]$_DFFE_PN0P_         690                      1
hold / removal                              gpmc_wen        gpmc_wen_z$_DFF_PN0_        -110                      2
setup reg to reg           dmux_wr_data[4]$_DFF_NN0_   sb_wr_data[4]$_DFFE_PN0P_         690                      1
hold reg to reg                 gpmc_csn_z$_DFF_PN0_       gpmc_csn_zz$_DFF_PN0_         350                      0
max in group clk2               gpmc_ad[1]$_DFF_PN0_   dmux_wr_data[1]$_DFF_NN0_         930                      0
max in group asynchronous                      rst_n  dmux_wr_data[10]$_DFF_NN0_        1040                      2
max in group clk1               gpmc_ad[1]$_DFF_PN0_      dmux_addr[2]$_DFF_PN0_        2310                      0
min in group asynchronous                      rst_n       gpmc_csn_zz$_DFF_PN0_          80                      1
min in group clk1                         gpmc_ad[4]      dmux_addr[5]$_DFF_PN0_         350                      0
min in group clk2                         gpmc_ad[9]   dmux_wr_data[9]$_DFF_NN0_        1570                      0
## sequential cells by signal (all words and copies together), names as in the netlist
register      flops
dmux_addr        16
dmux_wr_data     16
gpmc_ad          16
gpmc_csn_z        1
gpmc_csn_zz       1
gpmc_oen_z        1
gpmc_oen_zz       1
gpmc_oen_zzz      1
gpmc_wen_z        1
gpmc_wen_zz       1
gpmc_wen_zzz      1
oen_falling       1
sb_addr          16
sb_rd             1
sb_wr             1
sb_wr_data       16
wen_falling       1
## kinds of logic after synthesis
family,Yosys count,share of synthesized area
buffers and inverters,3,0.0140
AND/OR/NAND/NOR,3,0.0126
multiplexers,32,0.143
flip-flops,92,0.830
## per-layer routing
layer,share of wire,track usage,vias up
li1,-,-,588
met1,0.38,0.229,694
met2,0.50,0.224,55
met3,0.080,0.0849,13
met4,0.036,0.0470,0
met5,0,0,-
## per-stage QoR
stage / instances / hold WS (ps) / instance area, um^2 / utilization
3_3_place_gp: 261 / 31.4 / 3410 / 0.523
3_5_place_dp: 261 / 31.4 / 3410 / 0.523
4_1_cts: 288 / -128 / 3770 / 0.577
6_report: 288 / -107 / 3770 / 0.577
2_1_floorplan: 130 / 31.4 / 2770 / -
5_1_grt: 288 / -133 / 3770 / 0.577
## cell type report
| class | instances | share of cell area |
|---|---|---|
| multi-input cells | 35 | 0.115 |
| well taps | 77 | 0.0256 |
| repair buffers | 57 | 0.155 |
| flip-flops and latches | 92 | 0.611 |
| clock buffers | 20 | 0.0731 |
| clock inverters | 7 | 0.0203 |
No activity file was given, so power comes from the tool's default toggle rates.
